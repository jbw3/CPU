==> /design/flow/design.v <==
module Decoder4to16(input [3:0] I, output reg [15:0] O);
    always @(I) begin
        case(I)
             0: O <= 16'h0001;
             1: O <= 16'h0002;
             2: O <= 16'h0004;
             3: O <= 16'h0008;
             4: O <= 16'h0010;
             5: O <= 16'h0020;
             6: O <= 16'h0040;
             7: O <= 16'h0080;
             8: O <= 16'h0100;
             9: O <= 16'h0200;
            10: O <= 16'h0400;
            11: O <= 16'h0800;
            12: O <= 16'h1000;
            13: O <= 16'h2000;
            14: O <= 16'h4000;
            15: O <= 16'h8000;
        endcase
    end
endmodule
==> /design/flow/run.sh <==
#!/bin/bash
# OpenROAD 26Q1-2900-gdf79404cd8, Yosys 0.63+post, stock flow scripts
make -C /OpenROAD-flow-scripts/flow DESIGN_CONFIG=/design/flow/config.mk WORK_HOME=/design/flow/orfs finish
==> /design/flow/config.mk <==
export PLATFORM = sky130hd
export DESIGN_NAME = Decoder4to16
export DESIGN_NICKNAME = Decoder4to16
export VERILOG_FILES = /design/flow/design.v
export SDC_FILE = /design/flow/constraint.sdc
export NUM_CORES = 4
export LEC_CHECK = 1
export CORE_AREA = 10 10 70 70
export DIE_AREA = 0 0 80 80
==> /design/flow/constraint.sdc <==
current_design Decoder4to16

set clk_period 1.0
set clk_io_pct 0.2

create_clock -name clk0 -period $clk_period

set non_clock_inputs [all_inputs -no_clocks]
set_input_delay [expr $clk_period * $clk_io_pct] -clock clk0 $non_clock_inputs
set_output_delay [expr $clk_period * $clk_io_pct] -clock clk0 [all_outputs]
==> impl_metrics.toml <==
# physical design summary
[final_timing]
finalSetupViolCount = 13
hold_slack_ps = 755
clock.fmax_mhz = 870
timing.final.crit_share_pct = 115
grt_setup_unrepaired = "yes"
setup_ws_ps = -149
drv_slew = 0
worst_pin_slew_ps = 195
final_hold_viol_count = 0
slew_headroom_pct = 86.9
period_minus_slack_ps = 1150

[final_layout]
flops = 0
design_area_um2 = 707
mi_logic_area_um2 = 240
final-seq-area_um2 = 0
fillCellCount = 365
nClkBuffers = 0
final_util_pct = 20.7
drive_above_1_share_pct = 91.1
synthToLayoutAreaGrowth_pct = 212

[min_path]
min_path_type = "input pin to primary output"
worstHoldStart = "I[3]"
min_path_cells = 4
min_to = "O[1]"

[setup_path]
path_max_fanout = 7
cpMaxStageDelayCell = "nor4b_4"
worstPathBufferInverterCount = 4
cp.required_ps = 800
cp-start-kind = "input pin"
slowest_delay_ps = 260
endpoint_kind = "primary output"
criticalPathCategory = "input pin to primary output"
cp.arrival_ps = 950
crit_chain = "buf_12 > buf_16 > buf_6 > nor4b_4 > buf_2"
critPathTopFamily = "buffers and inverters"
cp.depth = 5

[route]
drtIter0Drc = 5
avgRoutedWirePerCell_um = 13.9
ant_nets = 0
vias = 362
first_pass_iters = 3
diodes = 0
drcViolationCount = 0
vias_per_cell = 3.55
wirelength_um = 1420

[grt]
grt_pass1_vias = 359
grt_pass1_wl_um = 2050
grt_usage_pct = 3.99
grt.overflow.total = 0
antenna_found_initial = 0
grt_max_degree = 8

[power]
clockPowerShare_pct = 0
p_per_area_mw_per_mm2 = 346
combPwrFrac_pct = 100.0
p_leak_nw = 0.339
p_int_w = 0.000158
p_sw_share_pct = 35.5
p_seq_share_pct = 0
ir_worst_vdd_v = 0.000131
p_sw_w = 0.0000870

[placement]
io_buffers = 20
dp_worst_setup_slack_ps = -814
dpl.hpwl_um = 659
place_area_um2 = 509
routabilityCongestion = 0.692

[run_status]
status = "complete, but fails checks"
violations = "setup timing"

[die]
core_area_mm2 = 0.00342
die_y_um = 80
dieArea_mm2 = 0.00640
ios = 20
die_x_um = 80
fp_util_pct = 6.63
rows = 21

[clock_network]
postCtsHoldBufs = 0

[synthesis]
ys_seq_share_pct = 0
ys_warn_count = 1
yosysUniqueCellTypes = 6
postSynthCellCount = 20
synth_top_cell_by_area = "and4bb_2"
netlist_area_um2 = 226
top_area_share_pct = 33.1
ys_cells = 20
area_leaders = "and4bb_2, nor4b_2, and4b_1"
synth.avg_cell_area_um2 = 11.3
ys_chip_area_um2 = 226

[job]
maxCapViolations = 0
warnings = 34
## final cells by class
| cell class | instances | area share [%] |
|---|---|---|
| timing repair buffer | 40 | 57.9 |
| tap | 46 | 8.14 |
| multi-input combinational | 16 | 34.0 |
## layer usage
layer	vias to the layer above	track usage, %	wire length [um]
met3	0	1.14	125
met1	179	6.92	810
met4	0	0	0
li1	163	-	-
met5	-	0	0
met2	20	4.65	487
## through the flow
| stage | power, W | instances | TNS, ps |
|---|---|---|---|
| 3_5_place_dp | 0.000129 | 86 | -12070 |
| 3_3_place_gp | 0.000128 | 86 | -12020 |
| 5_1_grt | 0.000260 | 102 | -1470 |
| 4_1_cts | 0.000213 | 101 | -988 |
| 2_1_floorplan | 0.0000509 | 20 | 0 |
| 6_report | 0.000245 | 102 | -1050 |
## cell usage in the layout (no fill, tap or decap)
cell      instances
buf_6            13
nor4_4            1
buf_12            3
buf_16            2
nor4b_4           4
buf_2            16
and4b_1           4
buf_8             3
buf_4             3
and4bb_2          6
and4_1            1
## power groups by stage
stage	clock (W)	combinational [W]	sequential, W
6_report	0	0.000245	0
4_1_cts	0	0.000213	0
5_1_grt	0	0.000260	0
## Yosys cell counts
cell type and number:
and4bb_2 6, and4b_1 4, buf_4 4, nor4b_2 4, and4_1 1, nor4_2 1
## cell families after synthesis
| family | count (synthesis) | synth area share (%) |
|---|---|---|
| and+or+nand+nor | 16 | 86.7 |
| buffers and inverters | 4 | 13.3 |
## timing repair
item	CTS	global route
endpoints found under the setup margin	16	13
resized	88	9
buffers inserted	11	1
pin swaps	13	8
cloned	4	0
## how the worst max path moves through the flow
| stage | startpoint | endpoint | slack [ps] |
|---|---|---|---|
| global route | I[3] | O[2] | -180 |
| finish | I[3] | O[2] | -150 |
| CTS | I[1] | O[8] | -130 |
Power is estimated from default activity; no workload was simulated.
